===== design/flow/run.sh =====
#!/bin/bash
# OpenROAD 26Q1-2900-gdf79404cd8, Yosys 0.63+post, stock flow scripts
make -C /OpenROAD-flow-scripts/flow DESIGN_CONFIG=/design/flow/config.mk WORK_HOME=/design/flow/orfs finish

===== design/flow/config.mk =====
export PLATFORM = sky130hd
export DESIGN_NAME = present
export DESIGN_NICKNAME = present
export VERILOG_FILES = /design/flow/design.v
export SDC_FILE = /design/flow/constraint.sdc
export NUM_CORES = 4
export LEC_CHECK = 1
export CORE_AREA = 10 10 70 70
export DIE_AREA = 0 0 80 80

===== design/flow/constraint.sdc =====
current_design present

set clk_period 1.2
set clk_io_pct 0.2

create_clock -name clk0 -period $clk_period

set non_clock_inputs [all_inputs -no_clocks]
set_input_delay [expr $clk_period * $clk_io_pct] -clock clk0 $non_clock_inputs
set_output_delay [expr $clk_period * $clk_io_pct] -clock clk0 [all_outputs]

===== design/flow/design.v =====
`timescale 1ns / 1ns
module present(x, s);
    input [3:0] x;
    output reg [3:0] s;
    always @ (x)
    begin
	case (x)
        0: s = 12;
        1: s = 5;
        2: s = 6;
        3: s = 11;
        4: s = 9;
        5: s = 0;
        6: s = 10;
        7: s = 13;
        8: s = 3;
        9: s = 14;
        10: s = 15;
        11: s = 8;
        12: s = 4;
        13: s = 7;
        14: s = 1;
        15: s = 2;
	endcase
    end
endmodule

==> flow_summary.ini <==
; physical design summary
[synthesis]
netlist_instances = 18
avgSynthCellArea_um2 = 10.3
ys_warn_count = 1
yosys_cells = 18
yosysChipArea_um2 = 185
synth_seq_share_pct = 0
yosysTopAreaCell = ha_1
top_cell_area_share_pct = 33.8
synth_area_um2 = 185
ys_types = 11
topCellsByArea = ha_1 (34%), mux4_2 (24%), buf_6 (6.1%)

[placement]
dp_cells = 76
place_congestion = 0.776
dpl-instance-area_um2 = 362
io_buffers = 8
dp_hpwl_um = 414

[drt]
routedWlPerCell_um = 6.64
num_antenna_cells = 0
ant_nets = 0
drc_errors = 0
drt_iter0_markers = 4
vias = 187
routed_wl_um = 531
post_drt_via_cell_ratio = 2.34
first_pass_iters = 2

[global_routing]
grt_overflow = 0
grt_max_degree = 7
grt_pass1_wl_um = 938
grt_pass1_vias = 194
antenna_found_initial = 0
grt_usage_pct = 1.67

[power_and_ir_drop]
leakage_uw = 0.000180
finalPower_uw = 141
power_density_nw_per_um2 = 301
ir_worst_vdd_mv = 0.0459

[cells_and_area]
fillCellCount = 388
clock_buffers = 0
flop-count = 0
flop_area_um2 = 0
design_area_um2 = 468
layout_top_cells = ha_4 (5), buf_2 (5), buf_4 (5)
final_cells = 80
synthToLayoutAreaGrowth_pct = 153
layout-drive-gt1-share_pct = 82.4

[critical_path]
required_ps = 960
path_cells = buf_8 > buf_8 > ha_4 > mux4_2 > buf_2
worstSetupEndpointType = output port
cpMostUsedCell = buf_8
slowest_delay_ps = 440
path_class = input pin to output port
start_kind = input pin
cpMaxStageDelayCell = mux4_2
crit_arrival_ps = 1190
critPathCapture = s[1]
crit_start = x[1]
critPathMaxFanout = 4

[sta]
setup_violations = 4
slew_headroom_pct = 83.4
whs_ps = 939
hold_violations = 0
setup_tns_ps = -608
rsz0062_at_grt = true
drv_slew = 0
worst_slew_pin_slew_ps = 249
fmax_mhz = 699
layout_min_cycle_time_ps = 1430
fin_crit_sh_pct = 119
layout_setup_ws_ps = -230

[run]
cap_violations = 0
warning_count = 38

[min_path]
hold_path.class = input pin to output port
holdCritStartpoint = x[3]

[die]
rows = 21
die_h_um = 80
die_x_um = 80
core_um2 = 3420
chipArea_um2 = 6400
fp-utilization_pct = 5.42
io_pins = 8

[outcome]
violations = negative setup slack
status = finished with violations

[clock_network]
hold_buffers = 0
==> kinds of logic (layout without fill, tap and decap cells) <==
| kind of cell | Yosys count | in the layout | share of synthesized area, % |
|---|---|---|---|
| muxes | 3 | 3 | 29.7 |
| adders and majority gates | 5 | 5 | 33.8 |
| xor gates and xnor gates | 1 | 1 | 4.73 |
| buffers and inverters | 4 | 20 | 12.2 |
| and+or+nand+nor | 1 | 1 | 4.06 |
| AOI/OAI and AO/OA | 4 | 4 | 15.5 |
==> critical path: cells and delay by family <==
| family | cells | cell delay, ps |
|---|---|---|
| buffers and inverters | 3 | 350 |
| adder cells (fa/ha/maj) | 1 | 150 |
| multiplexers | 1 | 440 |
==> timing repair <==
item | CTS | global route
pin swaps | 6 | 4
gates resized | 47 | 5
setup buffers | 4 | 0
setup endpoints to repair | 4 | 4
==> where the power goes <==
part	total [uW]	leakage [uW]	internal, uW	switching [uW]
Clock	0	0	0	0
Sequential	0	0	0	0
Combinational	141	0.000180	88.0	52.7
Total	141	0.000180	88.0	52.7
==> routing by layer <==
layer / GRT usage (%) / share of wire, % / vias up
li1: - / - / 98
met2: 2.25 / 32 / 8
met3: 0.682 / 14 / 0
met4: 0 / 0 / 0
met1: 2.53 / 54 / 81
met5: 0 / 0 / -
==> metrics by stage <==
stage               utilization [%]  setup slack [ps]
floorplan                         -              4.29
global placement               10.6              -981
detailed placement             10.6              -978
CTS                            13.0              -219
global route                   13.7              -258
finish                         13.7              -230
==> how the worst min path moves through the flow <==
| stage | depth (start not counted) | to |
|---|---|---|
| 4_1_cts | 4 | s[0] |
| 5_1_grt | 4 | s[0] |
| 6_report | 4 | s[0] |
==> Yosys cell counts <==
library cell,count
buf_6,1
ha_1,5
inv_1,3
mux2i_1,1
mux4_2,2
nor3b_1,1
o21a_1,1
o21ai_0,1
o21bai_1,1
o2bb2ai_1,1
xnor2_1,1
==> cell type report <==
class | count | area (um^2) | area share [%]
inverter | 3 | 18.8 | 4.01
multi-input combinational | 14 | 241 | 51.6
tap | 46 | 57.6 | 12.3
timing repair buffer | 17 | 150 | 32.1
Power figures rest on the tool's default switching activity, not on a simulated workload.
